### /design/flow/run.sh
#!/bin/bash
# OpenROAD 26Q1-2900-gdf79404cd8, Yosys 0.63+post, stock flow scripts
make -C /OpenROAD-flow-scripts/flow DESIGN_CONFIG=/design/flow/config.mk WORK_HOME=/design/flow/orfs finish
### /design/flow/config.mk
export PLATFORM = sky130hd
export DESIGN_NAME = top_module
export DESIGN_NICKNAME = top_module
export VERILOG_FILES = /design/flow/design.v
export SDC_FILE = /design/flow/constraint.sdc
export NUM_CORES = 4
export LEC_CHECK = 1
export CORE_AREA = 10 10 70 70
export DIE_AREA = 0 0 80 80
### /design/flow/constraint.sdc
current_design top_module

set clk_period 3.2
set clk_io_pct 0.2

create_clock -name clk0 -period $clk_period

set non_clock_inputs [all_inputs -no_clocks]
set_input_delay [expr $clk_period * $clk_io_pct] -clock clk0 $non_clock_inputs
set_output_delay [expr $clk_period * $clk_io_pct] -clock clk0 [all_outputs]
### /design/flow/design.v
`timescale 1ns / 1ps
module adder(input [3:0] inLeft, input [3:0] inRight, output [4:0] result);
    reg [3:0] regL;
    reg [3:0] regR;
    reg [4:0] regResult;
    assign result = inLeft + inRight;
    initial begin
        regL <= inLeft;
        regR <= inRight;
    end
endmodule
`timescale 1ns / 1ps
module top_module(
    input sysclk,
    input [7:0] sw,
    output [7:0] led
    );
    adder adder1(
    .inLeft(sw[7:4]),
    .inRight(sw[3:0]),
    .result(led[4:0])
    );
endmodule
==> metrics.cfg <==
[detailed_routing]
routed_wl_um=451
firstDrtPassIters=1
vias=158
dr.first_iter.drc_count=0
n_antenna_cell=0
detail-route-antenna-nets=0
routedWlPerCell_um=5.78
drc=0
viasPerCell=2.03

[synth]
yosysChipArea_sq_um=163
ys_types=11
yosysWarnings=4
syn_avg_cell_area_sq_um=8.13
yosys.area.top_type_share=0.308
syn-cell-area_sq_um=163
ys_seq_share=0
largest_area_cell=ha_1
synthCells=20
yosysCellCount=20
netlist_top_cells_area=ha_1 (31%), buf_4 (14%), fa_1 (12%)

[power_and_ir_drop]
p_sw_w=0.0000123
power_frac_clock=0
vdd_drop_max_mv=0.0159
p_sw_frac=0.269
power_frac_comb=1.000
p_int_w=0.0000335
share_seq_of_total_power=0
p_leak_nw=0.138
power_density_mw_per_mm2=136

[finish]
lay_top_cells=clkdlybuf4s50_1 (13), inv_1 (4), ha_1 (4)
seq_cells=0
final_layout_size_suffix_gt1_frac=0.0625
seq_area_sq_um=0
final_cells=78
lay_top_count=clkdlybuf4s50_1
syn2layout_area_growth_pct=108
nClkBuffers=0
fin_area_sq_um=338

[floorplan]
num_io_pins=17
die_h_um=80
floorplan.core_util=0.0476
core-area_sq_mm=0.00342
die-area_sq_mm=0.00640
row_count=21
die_w_um=80

[run_status]
outcome=complete, no violations

[setup_path]
required_ns=2.56
endpoint_kind=output port
crit_type=in2out
cp-start-kind=primary input
cp_data_arrival_time_ns=2.40
worstPathMaxFanout=2

[flow_run]
maxCapViolCount=0
warnings=33

[timing]
hold_viol_final=0
setup_viol=0
drv_slew=0
final.min_clock_period_ns=3.04
worst_slack_ns=0.156
period_used_share=0.951
clock.fmax_mhz=329
fin_setup_tns_ns=0
rsz0062_at_grt=false

[placement]
dp.cells=78
place_area_sq_um=335
place_hpwl_um=441
gp_congestion=0.722
io_buffers=13
dpl_worst_slack_ns=0.0688

[clock_network]
postCtsSetupRepairBufs=0
post_cts_resize_count=0
holdBufCountCts=0

[grt]
antenna_found_initial=0
grt_first_pass_wirelength_um=641
grt_pass1_vias=147
grt_max_degree=4
overflow=0
track_usage=0.0120

[worst_hold_path]
worstHoldPathType=in2out

## Yosys cell counts
library cell  count
ha_1              4
inv_1             4
buf_4             3
xnor2_1           2
a21o_1            1
a21oi_2           1
conb_1            1
fa_1              1
nand2b_1          1
nor2b_1           1
o21ai_0           1
## layout make-up
class,instances,area [sq um]
tap,46,57.6
multi-input combinational,15,135
fill,398,3080
timing repair buffer,13,130
inverter,4,15.0
## power by group through the flow
| stage | registers [W] | logic [W] | clock network, W |
|---|---|---|---|
| after CTS | 0 | 0.0000471 | 0 |
| after global routing | 0 | 0.0000513 | 0 |
| final | 0 | 0.0000459 | 0 |
## critical path, stage by stage
cell and delay [ns]:
clkdlybuf4s50_1 0.46, ha_1 0.18, inv_1 0.06, fa_2 0.34, nor2b_1 0.11, o21ai_0 0.08
nand2b_1 0.08, clkdlybuf4s50_1 0.46
## kinds of logic after synthesis
kind of cell    synth area share
xor+xnor                   0.108
buf+inv                    0.231
compound gates             0.131
other cells               0.0231
fa+ha+maj                  0.431
simple gates              0.0770
## worst paths after layout
check,depth (start not counted),startpoint,slack [ns],endpoint
min,3,sw[4],2.30,led[0]
max,8,sw[0],0.16,led[4]
## metal layers
metal,vias to the layer above,GRT usage,routed length [um],share of wire
met4,0,0,0,0
met1,68,0.0159,179,0.40
met3,0,0.00227,68,0.15
li1,81,-,-,-
met5,-,0,0,0
met2,9,0.0209,202,0.45
## per-stage QoR
stage / hold WS, ns / power (W) / utilization
2_1_floorplan: 1.35 / 0.0000177 / -
3_3_place_gp: 2.32 / 0.0000464 / 0.0982
3_5_place_dp: 2.31 / 0.0000470 / 0.0982
4_1_cts: 2.32 / 0.0000471 / 0.0982
5_1_grt: 2.36 / 0.0000513 / 0.0989
6_report: 2.30 / 0.0000459 / 0.0989
No activity file was given, so power comes from the tool's default toggle rates.
