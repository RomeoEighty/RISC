[./design.v]
module writeback(
    input clk, rstd,
    input [31:0] nextpc,
    output [31:0] pc
);
    reg [31:0] pc;
    always @(negedge rstd or posedge clk)
        begin
            if(rstd == 0) pc <= 32'h00000000;
            else if (clk == 1) pc <= nextpc;
        end
endmodule
module reg_file(
    input clk, rstd,
    input [31:0] wr,
    input [4:0] ra1, ra2, wa,
    input wren,
    output [31:0] rr1, rr2
);
    reg [31:0] rf [0:31];
    assign rr1 = rf [ra1];
    assign rr2 = rf [ra2];
    always @(negedge rstd or posedge clk)
        if (rstd == 0) rf [0] <= 32'h00000000;
        else if (wren == 0) rf [wa] <= wr;
endmodule
[./run.sh]
#!/bin/bash
# OpenROAD 26Q1-2900-gdf79404cd8, Yosys 0.63+post, stock flow scripts
make -C /OpenROAD-flow-scripts/flow DESIGN_CONFIG=/design/flow/config.mk WORK_HOME=/design/flow/orfs finish
[./config.mk]
export PLATFORM = sky130hd
export DESIGN_NAME = reg_file
export DESIGN_NICKNAME = reg_file
export VERILOG_FILES = /design/flow/design.v
export SDC_FILE = /design/flow/constraint.sdc
export NUM_CORES = 4
export LEC_CHECK = 1
export CORE_UTILIZATION = 40
[./constraint.sdc]
current_design reg_file

set clk_period 18.2
set clk_io_pct 0.2

create_clock -name clk0 -period $clk_period [get_ports {clk}]

set non_clock_inputs [all_inputs -no_clocks]
set_input_delay [expr $clk_period * $clk_io_pct] -clock clk0 $non_clock_inputs
set_output_delay [expr $clk_period * $clk_io_pct] -clock clk0 [all_outputs]
==> notes.md <==
Implementation status.

- Summing all non-filler instances in the final layout gives an area of 52400 um2.
- The first global-routing pass estimated 326 mm of wire.
- Yosys reported that registers with async set or reset make up 0.0313.
- For the worst reg-to-reg path, the endpoint reported by OpenROAD is rf[0][15]$_DFFE_PN0P_.
- Of the post-synthesis cell area, the dominant cell type holds 0.668.
- The worst vdd rail ir drop is 0.0000719 V.
- The total of endpoints with negative setup slack in the final report is 0.
- For this sky-water flow run, the detailed-routed wirelength per cell is reported as 49.1 um.
- The clock buffer count from CTS is 108.
- The maximum number of pins on one net before global-route repair is 43.
- The vias after detailed routing is 37600.
- Setup repair after global routing left no endpoint under its margin.
- After clock tree synthesis, the clock-pin slew on the worst setup and hold paths is 60 ps.
- After synthesis, the chip area reported by Yosys is 44600 um2.
- Per the hold report, the tightest min-delay path originates at rf[0][14]$_DFFE_PN0P_.
- The unique cell type count in the Yosys netlist is 69.
- According to the floorplan log, the row count is 122.
- Per the detailed-route log, wirelength across all metal layers totals 247 mm.
- The clock skew is 0 ps.
- The register name with the most flops is rf.
- Adding up every negative setup slack in the final design gives 0 ps.
- Fill cells in the final layout number 9584.
- Counting I/O delays and the setup requirement, the final critical path takes 12120 ps.
- After floorplanning, the core was sized to cover 111000 um2.
- The number of global-route vias before repair is 38500.
- Warnings reported by Yosys during synthesis add up to 2.
- The type of the tightest min-delay check is reg -> reg.
- The latest clock arrival within the worst-skew pair is 720 ps.
- Yosys attributes the largest share of cell area to sky130_fd_sc_hd__edfxtp_1 (67%), sky130_fd_sc_hd__a22oi_1 (13%), sky130_fd_sc_hd__dfrtp_1 (1.8%).
- For reference, the post-synthesis area per instance comes to 13.9 um2.
- The power density relative to cell area is 102 nW/um2.
- The die height is 336 um.
- The register with the most flip-flops in the layout has 1024 of them.
- The number of cells in the yosys synthesis report is 3217.
- By startpoint and endpoint, the worst setup path is classified as in -> out.
- In the layout the commonest cells are sky130_fd_sc_hd__edfxtp_1 (992), sky130_fd_sc_hd__a22oi_1 (749), sky130_fd_sc_hd__buf_4 (213).
- The number of synthesized register bits is 1024.
- The logic depth of the worst register-to-register path is 1.
- The overall die width is 336 um.
- Per the gpl log, the routability congestion estimate is 1.07.
- STA lists the maximum fanout along the critical path as 31.
- Per the run report, area growth between synthesis and finish was 17.5%.
- The setup slack on the worst flop-to-flop path is 17340 ps.
- TritonCTS built the clock tree.
- After clock tree synthesis, the repair step resized 0 gates.
- The maximum level of the CTS H-tree is 3.
- The number of clock sinks is 1024.
- The sequential area share after synthesis is 0.686.
- The logs give a warning total of 26.
- The initial standard-cell utilization of the core is 0.403.
- The slew of the pin with the lowest slew margin is 1290 ps.
- Once detailed placement completed, the half-perimeter wirelength came to 146 mm.
- The synthesized instance count is 3217.
- Of the cells placed in the final design, the portion with a size suffix greater than 1 is 0.157.
- The worst hold path terminates at rf[0][14]$_DFFE_PN0P_.
- The number of slew-limit violations in the final report is 0.
- The routed layout reports a DRC error count of 0.
- For this run the aggregate overflow at the end of global routing stands at 0.
- The initial antenna violation count is 11.
- The highest-count logic cell in the final layout is sky130_fd_sc_hd__edfxtp_1.
- The tally of buffers added on design ports is 113.
- The post-synthesis instance area is 44600 um2.
- Counting instances, the worst hold path has a depth of 1.
- The number of routed nets with antenna violations is 0.
- Data on the critical path arrives at its endpoint at 8480 ps.
- According to the timing report, the critical path is launched from ra1[4].
- The number of detailed-routing iterations run before antenna repair is 24.
- The post-synth tally of flip-flops with integrated enable is 992.
- The final hold violation count is 0.
- The floorplan report gives the top-level pin count as 114.
- The root cell of the clock tree is sky130_fd_sc_hd__clkbuf_16.
- The total of max-cap violations is 0.
- In this run the post-CTS setup repair buffer count came out at 0.
- In the final layout, the registers with the most flip-flops are rf (1024).
- The source of the worst register-to-register timing path is rf[0][15]$_DFFE_PN0P_.
- The largest total area in the synthesized netlist belongs to sky130_fd_sc_hd__edfxtp_1.
- The initial detailed-routing violation count is 4357.
- The critical path startpoint category is a primary input.
- For the worst setup path, the data required time is 14560 ps.
- The ratio of final minimum period to clock period is 0.666.
- The max-slew check reports its worst relative slack as 0.139.
- The post-cts hold buffer count is 0.
- The global-route usage over all layers is 0.473.
- The post-place instance area is 48700 um2.
- The floorplan die area is 113000 um2.
- The mean number of vias per cell is 7.48.
- The number of buffers on the longest clock path is 3.
- The most used flip-flop cell after synthesis is sky130_fd_sc_hd__edfxtp_1.
- The peak clock frequency supported by timing is 82.5 MHz.
- The static leakage power is 0.0170 uW.
- The run finished with clean final reports.
- The worst setup path is captured at an output pin.
worst max-delay path: stages:
cell	delay (ps)
sky130_fd_sc_hd__clkdlybuf4s50_1	460
sky130_fd_sc_hd__buf_4	410
sky130_fd_sc_hd__nand2_1	690
sky130_fd_sc_hd__nor2_4	1120
sky130_fd_sc_hd__buf_4	590
sky130_fd_sc_hd__a22oi_1	200
sky130_fd_sc_hd__nand2_1	110
sky130_fd_sc_hd__a2111oi_0	60
sky130_fd_sc_hd__a31oi_1	520
sky130_fd_sc_hd__clkdlybuf4s50_1	590
cell usage after synthesis (9+ instances only):
library cell,count
sky130_fd_sc_hd__a22o_1,45
sky130_fd_sc_hd__mux2i_1,45
sky130_fd_sc_hd__nand2b_1,15
sky130_fd_sc_hd__edfxtp_1,992
sky130_fd_sc_hd__nand3b_1,9
sky130_fd_sc_hd__a221oi_1,18
sky130_fd_sc_hd__a21oi_1,92
sky130_fd_sc_hd__or3_1,12
sky130_fd_sc_hd__buf_1,14
sky130_fd_sc_hd__nand3_1,53
sky130_fd_sc_hd__a2111oi_0,10
sky130_fd_sc_hd__nor2_2,15
sky130_fd_sc_hd__nor2b_1,15
sky130_fd_sc_hd__buf_2,127
sky130_fd_sc_hd__nor2_1,185
sky130_fd_sc_hd__buf_4,11
sky130_fd_sc_hd__a222oi_1,23
sky130_fd_sc_hd__clkbuf_1,81
sky130_fd_sc_hd__a2bb2oi_1,11
sky130_fd_sc_hd__mux2_2,49
sky130_fd_sc_hd__dfrtp_1,32
sky130_fd_sc_hd__nand4_1,107
sky130_fd_sc_hd__nor3_1,73
sky130_fd_sc_hd__a31oi_1,12
sky130_fd_sc_hd__nand2_1,210
sky130_fd_sc_hd__a22oi_1,749
sky130_fd_sc_hd__nor4_1,34
sky130_fd_sc_hd__o21ai_0,26
sky130_fd_sc_hd__and2_1,9
sky130_fd_sc_hd__a32oi_1,23
metal layers:
layer	wire, um	up-vias	GRT usage
met2	98900	4471	0.610
li1	-	13800	-
met1	71700	17900	0.497
met5	1130	-	0.0940
met3	53200	1369	0.425
met4	21700	39	0.291
per-stage QoR:
step / util / hold slack (ps) / total power [uW] / worst slack, ps / instances
3_5_place_dp: 0.440 / 525 / 3060 / 6440 / 4797
6_report: 0.474 / 538 / 5340 / 6080 / 5022
2_1_floorplan: - / 503 / 2820 / 9330 / 3217
5_1_grt: 0.473 / 556 / 5420 / 6130 / 5007
4_1_cts: 0.473 / 539 / 5310 / 6450 / 5002
3_3_place_gp: 0.440 / 516 / 3060 / 6460 / 4797
power breakdown:
part | internal [uW] | leakage [uW] | total (uW) | switching [uW]
logic | 133 | 0.00588 | 400 | 267
clock network | 1300 | 0.00177 | 2300 | 999
registers | 2610 | 0.00933 | 2640 | 23.6
cell families after synthesis:
group,synth area share
buffers and inverters,0.0251
AND/OR/NAND/NOR,0.0867
flip-flops,0.686
multiplexers,0.0230
AND-OR/OR-AND,0.179
how the worst max path moves through the flow:
stage | end | slack [ps] | cells after the start
after CTS | rr1[31] | 6450 | 10
after global routing | rr1[31] | 6130 | 10
final | rr1[31] | 6080 | 10
area by class of cell:
cell class,count,area [um2],area share
timing repair buffer,326,2710,0.0516
sequential,1024,30600,0.584
antenna,20,50.0,0.000955
clock inverter,68,747,0.0143
inverter,9,33.8,0.000645
clock buffer,137,2920,0.0558
multi-input combinational,1950,13500,0.258
tap,1488,1860,0.0355
Power figures rest on the tool's default switching activity, not on a simulated workload.
